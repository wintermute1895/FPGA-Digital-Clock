$ cat design/flow/design.v
module DigitalClock (
    input   wire        clk,
    input   wire        rst,
    input   wire        key_mode,
    input   wire        key_inc,
    input   wire        key_alarm_off,
    output  wire        beep,
    output  wire [6:0]  seg_out,
    output  wire [5:0]  digit_sel
);
    wire clk_1hz_en_wire;  
    wire [4:0] hour_from_counter;
    wire [5:0] min_from_counter;
    wire [5:0] sec_from_counter;
    wire [3:0] num_to_decode_wire;
    wire key_mode_pulse, key_inc_pulse, key_alarm_off_pulse;
    wire time_count_en_wire, load_en_wire;
    wire [4:0] hour_to_counter;
    wire [5:0] min_to_counter;
    wire alarm_on_flag_wire;
    wire [2:0] display_mode_wire;
    key_debounce debounce_mode (.clk(clk), .rst(rst), .key_in(key_mode), .key_pulse(key_mode_pulse));
    key_debounce debounce_inc (.clk(clk), .rst(rst), .key_in(key_inc), .key_pulse(key_inc_pulse));
    key_debounce debounce_alarm_off (.clk(clk), .rst(rst), .key_in(key_alarm_off), .key_pulse(key_alarm_off_pulse));
    clock_controller u_controller (
        .clk(clk), .rst(rst),
        .key_mode_pulse(key_mode_pulse), .key_inc_pulse(key_inc_pulse), .key_alarm_off_pulse(key_alarm_off_pulse),
        .hour_in(hour_from_counter), .min_in(min_from_counter), .sec_in(sec_from_counter),
        .time_count_en(time_count_en_wire), .load_en(load_en_wire),
        .hour_out(hour_to_counter), .min_out(min_to_counter),
        .alarm_on_flag(alarm_on_flag_wire),
        .display_mode(display_mode_wire)
    );
    buzzer_controller u_buzzer (.clk(clk), .rst(rst), .alarm_on(alarm_on_flag_wire), .beep(beep));
    clk_divider u_clk_divider (
        .clk_in(clk), 
        .rst(rst), 
        .clk_1hz_en(clk_1hz_en_wire)  
    );
    time_counter u_time_counter (
        .clk(clk),                    
        .clk_1hz_en(clk_1hz_en_wire), 
        .rst(rst),
        .time_count_en(time_count_en_wire), .load_en(load_en_wire),
        .hour_in(hour_to_counter), .min_in(min_to_counter),
        .hour(hour_from_counter), .min(min_from_counter), .sec(sec_from_counter)
    );
    display_scanner u_display_scanner (
        .clk(clk), .rst(rst),
        .hour(hour_from_counter), .min(min_from_counter), .sec(sec_from_counter),
        .display_mode(display_mode_wire),
        .num_to_decode(num_to_decode_wire),
        .digit_sel(digit_sel)
    );
    display_decoder u_display_decoder (.num_in(num_to_decode_wire), .seg_out(seg_out));
endmodule
module buzzer_controller(
    input wire clk,       
    input wire rst,
    input wire alarm_on,  
    output reg beep      
);
    reg [15:0] counter;
    always @(posedge clk or posedge rst) begin
        if (rst) begin
            counter <= 16'd0;
            beep <= 1'b0;  
        end else if (alarm_on) begin  
            if (counter == 16'd49999) begin
                counter <= 16'd0;
            end else begin
                counter <= counter + 1;
            end
            if (counter < 16'd25000) begin
                beep <= 1'b1;
            end else begin
                beep <= 1'b0;
            end
        end else begin
            counter <= 16'd0;
            beep <= 1'b0;
        end
    end
endmodule
module clk_divider (
    input   wire    clk_in,
    input   wire    rst,
    output  reg     clk_1hz_en  
);
    parameter SIMULATION = 1;  
    localparam CNT_MAX = (SIMULATION == 1) ? 50 : 50_000_000;
    reg [$clog2(CNT_MAX)-1:0] counter;
    always @(posedge clk_in or posedge rst) begin
        if (rst) begin
            counter <= 0;
            clk_1hz_en <= 1'b0;
        end else begin
            if (counter == CNT_MAX - 1) begin
                counter <= 0;
                clk_1hz_en <= 1'b1;  
            end else begin
                counter <= counter + 1;
                clk_1hz_en <= 1'b0;  
            end
        end
    end
endmodule
module clock_controller (
    input   wire        clk,
    input   wire        rst,
    input   wire        key_mode_pulse,
    input   wire        key_inc_pulse,
    input   wire        key_alarm_off_pulse,
    input   wire [4:0]  hour_in,
    input   wire [5:0]  min_in,
    input   wire [5:0]  sec_in,
    output  reg         time_count_en,
    output  reg         load_en,
    output  reg [4:0]   hour_out,
    output  reg [5:0]   min_out,
    output  wire        alarm_on_flag,
    output  reg [2:0]   display_mode
);
    parameter S_NORMAL    = 3'd0;
    parameter S_ADJ_H     = 3'd1;
    parameter S_ADJ_M     = 3'd2;
    parameter S_ALARM_H   = 3'd3;
    parameter S_ALARM_M   = 3'd4;
    reg [2:0] current_state, next_state;
    always @(posedge clk or posedge rst) begin
        if (rst)    current_state <= S_NORMAL;
        else        current_state <= next_state;
    end
    always @(*) begin
        case (current_state)
            S_NORMAL:  next_state = key_mode_pulse ? S_ADJ_H     : S_NORMAL;
            S_ADJ_H:   next_state = key_mode_pulse ? S_ADJ_M     : S_ADJ_H;
            S_ADJ_M:   next_state = key_mode_pulse ? S_ALARM_H   : S_ADJ_M;
            S_ALARM_H: next_state = key_mode_pulse ? S_ALARM_M   : S_ALARM_H;
            S_ALARM_M: next_state = key_mode_pulse ? S_NORMAL    : S_ALARM_M;
            default:   next_state = S_NORMAL;
        endcase
    end
    reg [4:0] alarm_hour_reg;
    reg [5:0] alarm_min_reg;
    reg       is_alarming;
    reg       sec_is_59_reg;  
    always @(posedge clk or posedge rst) begin
        if (rst) begin
            time_count_en  <= 1'b1;
            load_en        <= 1'b0;
            hour_out       <= 5'd0;
            min_out        <= 6'd0;
            display_mode   <= S_NORMAL;
            alarm_hour_reg <= 5'd6;
            alarm_min_reg  <= 6'd0;
            is_alarming    <= 1'b0;
            sec_is_59_reg  <= 1'b0;
        end else begin
            load_en <= 1'b0; 
            hour_out <= hour_in;
            min_out <= min_in;
            display_mode <= current_state;
            sec_is_59_reg <= (sec_in == 6'd59);
            case (current_state)
                S_NORMAL:  time_count_en <= 1'b1;
                S_ADJ_H:   begin
                    time_count_en <= 1'b0;
                    if (key_inc_pulse) begin load_en <= 1'b1; hour_out <= (hour_in == 5'd23) ? 5'd0 : hour_in + 1; end
                end
                S_ADJ_M:   begin
                    time_count_en <= 1'b0;
                    if (key_inc_pulse) begin load_en <= 1'b1; min_out  <= (min_in == 6'd59) ? 6'd0 : min_in + 1; end
                end
                S_ALARM_H: begin
                    time_count_en <= 1'b1;
                    if (key_inc_pulse) alarm_hour_reg <= (alarm_hour_reg == 5'd23) ? 5'd0 : alarm_hour_reg + 1;
                end
                S_ALARM_M: begin
                    time_count_en <= 1'b1;
                    if (key_inc_pulse) alarm_min_reg  <= (alarm_min_reg == 6'd59) ? 6'd0 : alarm_min_reg + 1;
                end
                default:   time_count_en <= 1'b1;
            endcase
            if (key_alarm_off_pulse) begin
                is_alarming <= 1'b0;
            end else if (key_mode_pulse) begin
                is_alarming <= 1'b0;
            end else if (is_alarming == 1'b0 && 
                         hour_in == alarm_hour_reg && 
                         min_in == alarm_min_reg && 
                         sec_in == 6'd0) begin
                is_alarming <= 1'b1;
            end
        end
    end
    wire hourly_chime = time_count_en && (min_in == 6'd0) && (sec_in == 6'd0) && sec_is_59_reg;
    assign alarm_on_flag = is_alarming || hourly_chime;
endmodule
module display_decoder (
    input   wire [3:0]  num_in,      
    output  reg  [6:0]  seg_out      
);
    always @(*) begin
        case(num_in)
            4'd0: seg_out = 7'b0111111;  
            4'd1: seg_out = 7'b0000110;  
            4'd2: seg_out = 7'b1011011;  
            4'd3: seg_out = 7'b1001111;  
            4'd4: seg_out = 7'b1100110;  
            4'd5: seg_out = 7'b1101101;  
            4'd6: seg_out = 7'b1111101;  
            4'd7: seg_out = 7'b0000111;  
            4'd8: seg_out = 7'b1111111;  
            4'd9: seg_out = 7'b1101111;  
            default: seg_out = 7'b0000000;  
        endcase
    end
endmodule
module display_scanner (
    input   wire        clk,
    input   wire        rst,
    input   wire [4:0]  hour,
    input   wire [5:0]  min,
    input   wire [5:0]  sec,
    input   wire [2:0]  display_mode,  
    output  reg  [3:0]  num_to_decode,
    output  reg  [5:0]  digit_sel
);
    parameter SIMULATION = 0;  
    parameter S_ADJ_H     = 3'd1;
    parameter S_ADJ_M     = 3'd2;
    parameter S_ALARM_H   = 3'd3;
    parameter S_ALARM_M   = 3'd4;
    localparam SCAN_CNT_MAX = (SIMULATION == 1) ? 4 : 50_000;  
    reg [$clog2(SCAN_CNT_MAX)-1:0] scan_counter;
    wire scan_en = (scan_counter == SCAN_CNT_MAX - 1);
    always @(posedge clk or posedge rst) begin
        if (rst)
            scan_counter <= 0;
        else if (scan_en)
            scan_counter <= 0;
        else
            scan_counter <= scan_counter + 1;
    end
    wire [3:0] hour1 = hour / 10; wire [3:0] hour0 = hour % 10;
    wire [3:0] min1  = min / 10;  wire [3:0] min0  = min % 10;
    wire [3:0] sec1  = sec / 10;  wire [3:0] sec0  = sec % 10;
    reg [2:0] scan_pos;
    always @(posedge clk or posedge rst) begin
        if (rst)                scan_pos <= 3'd0;
        else if (scan_en)       scan_pos <= (scan_pos == 3'd5) ? 3'd0 : scan_pos + 1;
    end
    reg [23:0] blink_counter;
    always @(posedge clk or posedge rst) begin
        if (rst)    blink_counter <= 0;
        else        blink_counter <= blink_counter + 1;
    end
    wire blink_off = blink_counter[23];  
    always @(*) begin
        num_to_decode = 4'dx;
        digit_sel = 6'b111111;  
        case(scan_pos)
            3'd0: begin num_to_decode = sec0;  digit_sel = 6'b111110; end
            3'd1: begin num_to_decode = sec1;  digit_sel = 6'b111101; end
            3'd2: begin num_to_decode = min0;  digit_sel = 6'b111011; end
            3'd3: begin num_to_decode = min1;  digit_sel = 6'b110111; end
            3'd4: begin num_to_decode = hour0; digit_sel = 6'b101111; end
            3'd5: begin num_to_decode = hour1; digit_sel = 6'b011111; end
        endcase
        if (blink_off) begin
            if ((display_mode == S_ADJ_H || display_mode == S_ALARM_H) && (scan_pos == 3'd4 || scan_pos == 3'd5))
                digit_sel = 6'b111111;  
            if ((display_mode == S_ADJ_M || display_mode == S_ALARM_M) && (scan_pos == 3'd2 || scan_pos == 3'd3))
                digit_sel = 6'b111111;  
        end
    end
endmodule
module key_debounce (
    input wire clk,
    input wire rst,
    input wire key_in,
    output reg key_pulse
);
    parameter SIMULATION = 0;
    localparam DEBOUNCE_CYCLES = (SIMULATION == 0   ) ? 1000 : 1000000;
    localparam CNT_WIDTH = $clog2(DEBOUNCE_CYCLES);
    reg [1:0] key_state_sync;
    reg [CNT_WIDTH-1:0] counter;
    reg key_state_q;
    always @(posedge clk or posedge rst) begin
        if (rst)
            key_state_sync <= 2'b11;
        else
            key_state_sync <= {key_state_sync[0], key_in};
    end
    always @(posedge clk or posedge rst) begin
        if (rst) begin
            counter <= 0;
            key_state_q <= 1'b1;
        end else begin
            if (key_state_sync[1] == key_state_q) begin
                counter <= 0;
            end else begin
                if (counter < DEBOUNCE_CYCLES - 1) begin
                    counter <= counter + 1;
                end else begin
                    key_state_q <= key_state_sync[1];
                end
            end
        end
    end
    reg key_state_q_prev;
    always @(posedge clk or posedge rst) begin
        if (rst) begin
            key_state_q_prev <= 1'b1;
            key_pulse <= 1'b0;
        end else begin
            key_state_q_prev <= key_state_q;
            if (key_state_q_prev == 1'b1 && key_state_q == 1'b0)
                key_pulse <= 1'b1;
            else
                key_pulse <= 1'b0;
        end
    end
endmodule
module time_counter (
    input   wire        clk,             
    input   wire        clk_1hz_en,      
    input   wire        rst,
    input   wire        time_count_en,
    input   wire        load_en,
    input   wire [4:0]  hour_in,
    input   wire [5:0]  min_in,
    output  reg [5:0]   sec,
    output  reg [5:0]   min,
    output  reg [4:0]   hour
);
    always @(posedge clk or posedge rst) begin
        if (rst) begin
            sec <= 6'd0;
            min <= 6'd0;
            hour <= 5'd0;
        end 
        else if (load_en) begin
            sec <= 6'd0;        
            min <= min_in;
            hour <= hour_in;
        end 
        else if (time_count_en && clk_1hz_en) begin
            if (sec == 6'd59) begin
                sec <= 6'd0;
                if (min == 6'd59) begin
                    min <= 6'd0;
                    if (hour == 5'd23) begin
                        hour <= 5'd0;
                    end else begin
                        hour <= hour + 1;
                    end
                end else begin
                    min <= min + 1;
                end
            end else begin
                sec <= sec + 1;
            end
        end
    end
endmodule
$ cat design/flow/run.sh
#!/bin/bash
# OpenROAD 26Q1-2900-gdf79404cd8, Yosys 0.63+post, stock flow scripts
make -C /OpenROAD-flow-scripts/flow DESIGN_CONFIG=/design/flow/config.mk WORK_HOME=/design/flow/orfs finish
$ cat design/flow/config.mk
export PLATFORM = sky130hd
export DESIGN_NAME = DigitalClock
export DESIGN_NICKNAME = DigitalClock
export VERILOG_FILES = /design/flow/design.v
export SDC_FILE = /design/flow/constraint.sdc
export NUM_CORES = 4
export LEC_CHECK = 1
export CORE_UTILIZATION = 30
$ cat design/flow/constraint.sdc
current_design DigitalClock

set clk_period 5.4
set clk_io_pct 0.2

create_clock -name clk0 -period $clk_period [get_ports {clk}]

set non_clock_inputs [all_inputs -no_clocks]
set_input_delay [expr $clk_period * $clk_io_pct] -clock clk0 $non_clock_inputs
set_output_delay [expr $clk_period * $clk_io_pct] -clock clk0 [all_outputs]
==> impl_metrics.tcl <==
# yosys + openroad results
set metrics [dict create \
    outcome "completed" \
    largestRegisters "u_display_scanner.blink_counter (24), u_buzzer.counter (16), u_display_scanner.scan_counter (16)" \
    cts_buffers 17 \
    synth.distinct_cells 80 \
    async_flop_share 1.000 \
    place_inst 1305 \
    p_int_w 0.001847 \
    path_buffers 2 \
    dieWidth_um 173.3 \
    die_h_um 173.3 \
    syn2layout_area_growth_pct 17.83 \
    cap_violations 0 \
    slew_violations 0 \
    n_fill_cell 2776 \
    cts.path.max_buffers 2 \
    cts.reportedPaths.clkPinSlew_ns 0.07 \
    ys_seq_frac 0.4600 \
    power_frac_seq 0.503 \
    worstSetupPathType "flop to output port" \
    grt_pass1_vias 6162 \
    rsz0062_at_grt "yes" \
    fin_setup_tns_ns 0 \
    worst_pin_slew_ns 0.8716 \
    slowest_delay_ns 0.46 \
    htree_levels 4 \
    drtAntennaViolNets 0 \
    synthCells 908 \
    drt_wl_total_um 16680 \
    cts_root_buf "clkbuf_16" \
    crit_top_cell "mux2_4" \
    hpwl_um 11240 \
    drtIter0Drc 398 \
    cts.sinks 161 \
    yosysCellCount 908 \
    postPlaceCellArea_um2 9515 \
    hold_depth 0 \
    reg2reg_depth 7 \
    fin_worst_skew_ns 0.01315 \
    switching_share 0.2396 \
    ys_chip_area_um2 8798 \
    layout_min_cycle_time_ns 5.206 \
    top_register "u_display_scanner.blink_counter" \
    grt_pass1_wl_um 29320 \
    start_kind "flop" \
    ir_drop_uv 177.5 \
    end_kind "output port" \
    drc 0 \
    routabilityCongestion 0.8553 \
    ys_warn_count 7 \
    wl_per_cell_um 12.28 \
    crit_slowest_cell "clkdlybuf4s50_1" \
    crit_family "AND-OR/OR-AND gates" \
    setup_ws_ns 0.1942 \
    chipArea_um2 30020 \
    core_um2 28780 \
    final_cell_area_um2 10370 \
    grt_overflow 0 \
    ys_ff 161 \
    dr.pass1.iters 4 \
    leakagePower_nw 4.582 \
    warnings 39 \
    diodes 0 \
    syn_area_per_cell_um2 9.690 \
    rows 62 \
    powerDensity_nw_per_um2 234.3 \
    cp.required_ns 4.32 \
    grtUsageTotal 0.1179 \
    whs_ns 0.3556 \
    worst-path-stages 14 \
    pwr-share-comb 0.018 \
    p_switching_w 0.0005819 \
    hold_buffers 0 \
    cp_cell_sequence "mux2_4, mux2_4, inv_4, ha_4, a221oi_4, a31oi_2, o32ai_2, nand3_1, a21boi_4, nand3b_1, a31o_2, mux2_4, o21ai_2, clkdlybuf4s50_1" \
    dr_total_vias 6454 \
    largest_reg_flops 24 \
    hold_path.class "flop to flop" \
    antenna_found_initial 0 \
    grt_max_degree 83 \
    drive_above_1_share 0.1497 \
    io_pins 19 \
    maxSlewHeadroom 0.4147 \
    flop_cell "dfrtp_1" \
    crit_fanout 9 \
    synth_area_um2 8798 \
    fp_util 0.3057 \
    insertion_delay_ns 0.43 \
    edf_count 0 \
    io_buffers 18 \
    layout.cells.non_filler 1359 \
    max_clock_freq_mhz 192.1 \
    dp_slack_ns 0.08643 \
    worstPathArrival_ns 4.13 \
    setup_viol 0 \
    post_drt_via_cell_ratio 4.749 \
    hold_viol 0 \
    power_frac_clock 0.479 \
    cts_tree "yes" \
    fin_crit_sh 0.9640 \
]
-- placed cells by master (no fill, tap or decap), types with 17 or more instances in the layout --
cell,Yosys,routed
clkbuf_16,0,17
nand2_1,96,96
xnor2_1,41,41
nor2_1,109,109
a21oi_1,27,27
and3_1,23,23
xor2_1,54,54
inv_1,24,21
dfrtp_1,146,144
ha_1,33,28
buf_4,3,45
o21ai_0,49,45
nand3_1,47,47
nor3_1,19,19
-- area by class of cell --
type | instances | area (um^2) | area share
multi-input cells | 692 | 4597 | 0.4434
flip-flops and latches | 161 | 4050 | 0.3907
repair buffers | 65 | 549.3 | 0.05298
inverters | 25 | 102.6 | 0.009896
clock inverters | 15 | 162.7 | 0.01569
well taps | 384 | 480.5 | 0.04634
clock buffers | 17 | 425.4 | 0.04103
-- metrics by stage --
stage,power (W),util
2_1_floorplan,0.001274,-
3_3_place_gp,0.001290,0.3306
3_5_place_dp,0.001290,0.3306
4_1_cts,0.002470,0.3567
5_1_grt,0.002522,0.3602
6_report,0.002429,0.3602
-- worst reg2reg max path, cell delays in order (launching register included) --
cell,delay [ns]
dfrtp_1,0.45
ha_1,0.23
nand2_1,0.06
nor3_1,0.44
a21oi_1,0.41
nor2_1,0.63
o21ai_0,0.19
a22o_1,0.29
-- power by group through the flow --
stage | clock (W) | sequential, W | combinational (W)
5_1_grt | 0.00125 | 0.00122 | 0.0000527
6_report | 0.00116 | 0.00122 | 0.0000438
4_1_cts | 0.00120 | 0.00122 | 0.0000466
-- kinds of logic after synthesis --
family	after synthesis	share of synthesized area
AND/OR/NAND/NOR	378	0.2096
flip-flops	161	0.4600
buffers and inverters	55	0.02773
adder cells (fa/ha/maj)	34	0.04821
XOR/XNOR	95	0.09457
multiplexers	33	0.04266
AND-OR/OR-AND	152	0.1172
-- synthesized netlist by cell type, drive strengths merged (5+ instances only) --
master	number	area share
a22o	5	0.0050
clkbuf	16	0.0068
or3	5	0.0036
nand2	96	0.041
xor2	54	0.054
nand3	49	0.029
a21oi	27	0.015
nor2	110	0.048
buf	14	0.010
mux2i	19	0.023
and3	23	0.016
nand2b	10	0.0071
mux2	14	0.019
inv	25	0.011
o21ai	52	0.030
nor2b	8	0.0057
dfrtp	146	0.42
or2	5	0.0036
nor3	19	0.011
and2	9	0.0064
o31ai	6	0.0051
ha	33	0.047
a31oi	11	0.0078
dfstp	15	0.045
xnor2	41	0.041
nand3b	6	0.0051
nand4	15	0.011
-- final timing paths --
path	start	end	slack [ns]
worst max-delay path	u_display_scanner.scan_pos[2]	seg_out[6]	0.19
worst min-delay path	debounce_mode.key_state_sync[0]	debounce_mode.key_state_sync[1]	0.36
worst max register to register	u_time_counter.sec[0]	u_time_counter.hour[4]	2.57
worst min register to register	debounce_mode.key_state_sync[0]	debounce_mode.key_state_sync[1]	0.36
max in group asynchronous	rst	u_display_scanner.blink_counter[20]	3.26
min in group asynchronous	rst	debounce_mode.counter[6]	1.08
-- metal layers --
metal  routed length [um]  GRT usage
met5                    0          0
met4                  215    0.01254
met3                  443    0.01566
met2                 7151     0.1793
met1                 8872     0.1899
-- timing repair --
action                                 in CTS  in global routing
endpoints found under the hold margin       0                  0
resized                                    17                 12
pin swaps                                   8                  9
setup endpoints to repair                   7                  6
setup buffers                              13                  9
Power figures rest on the tool's default switching activity, not on a simulated workload.
